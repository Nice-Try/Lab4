File: run.sh
#!/bin/bash
# OpenROAD 26Q1-2900-gdf79404cd8, Yosys 0.63+post, stock flow scripts
make -C /OpenROAD-flow-scripts/flow DESIGN_CONFIG=/design/flow/config.mk WORK_HOME=/design/flow/orfs finish
File: config.mk
export PLATFORM = sky130hd
export DESIGN_NAME = full32BitAdder
export DESIGN_NICKNAME = full32BitAdder
export VERILOG_FILES = /design/flow/design.v
export SDC_FILE = /design/flow/constraint.sdc
export NUM_CORES = 4
export LEC_CHECK = 1
export CORE_UTILIZATION = 30
File: constraint.sdc
current_design full32BitAdder

set clk_period 24.6
set clk_io_pct 0.2

create_clock -name clk0 -period $clk_period

set non_clock_inputs [all_inputs -no_clocks]
set_input_delay [expr $clk_period * $clk_io_pct] -clock clk0 $non_clock_inputs
set_output_delay [expr $clk_period * $clk_io_pct] -clock clk0 [all_outputs]
File: design.v
module bitsliceAdder
(
  output sum,
  output carryout,
  input a,
  input b,
  input carryin,
  input subtract
);
  wire xorAout, xorCout, andAout, andBout;
  xor xorC(xorCout, b, subtract);
  xor xorA(xorAout, a, xorCout);
  and andA(andAout, a, xorCout);
  xor xorB(sum, xorAout, carryin);
  and andB(andBout, xorAout, carryin);
  or orgate(carryout, andAout, andBout);
endmodule
module twoBitAdder
(
  output[1:0] sum,
  output carryout,
  output overflow,
  input[1:0] a,
  input[1:0] b,
  input subtract
  );
  wire carryout0;
  bitsliceAdder adder0(sum[0], carryout0, a[0], b[0], subtract, subtract);
  bitsliceAdder adder1(sum[1], carryout, a[1], b[1], subtract, carryout0);
  xor xorgate(overflow, carryout, carryout0);
endmodule
module FullAdder4bit
(
  output[3:0] sum,   
  output carryout,   
  output overflow,   
  input[3:0] a,      
  input[3:0] b,       
  input subtract
);
  wire carryout0, carryout1, carryout2, carryout3;
  bitsliceAdder adder0 (sum[0], carryout0, a[0], b[0], subtract, subtract);
  bitsliceAdder adder1 (sum[1], carryout1, a[1], b[1], subtract, carryout0);
  bitsliceAdder adder2 (sum[2], carryout2, a[2], b[2], subtract, carryout1);
  bitsliceAdder adder3 (sum[3], carryout, a[3], b[3], subtract, carryout2);
  xor xorgate(overflow, carryout, carryout2);
  endmodule
module full32BitAdder
(
  output[31:0] sum,
  output carryout,
  output overflow,
  input[31:0] a,
  input[31:0] b,
  input subtract
);
  wire carryouts[30:0];
  bitsliceAdder adder0(sum[0], carryouts[0], a[0], b[0], subtract, subtract);
  genvar i;
  generate
    for (i=1; i<31; i=i+1)
    begin:genblock
      bitsliceAdder adder(sum[i], carryouts[i], a[i], b[i], carryouts[i-1], subtract);
    end
  endgenerate
  bitsliceAdder adder31(sum[31], carryout, a[31], b[31], carryouts[30], subtract);
  xor xorgate(overflow, carryout, carryouts[30]);
endmodule
==> results_slide.txt <==
Run Summary

Outcome
  • Status: complete, no violations

Critical path
  • Slowest-stage cell, CP: clkdlybuf4s50_1
  • Largest stage delay on the critical path: ~0.5 ns
  • Setup crit end kind: primary output
  • WP data arrival: 18.20 ns
  • CP required: 19.68 ns
  • Most Frequent Cell on Critical Path: fa_1
  • CP Class: primary input to primary output
  • CP Max Fanout: 2
  • Crit start category: primary input

Final timing
  • Max Fclk: 43.3 MHz
  • Fin crit period: 23.12 ns
  • Slew Limit Fails: 0
  • RSZ-0062 raised after global routing: no
  • Transition time of the tightest slew-check pin: 0.391 ns
  • Setup-failing EPs final: 0
  • Final Hold Vio Count: 0
  • Total negative slack: 0 ns
  • Max-slew headroom: 0.739
  • Fin crit share: 0.940

Logic synthesis
  • Yosys warns: 1
  • Area leader share: 0.424
  • Post-synthesis sequential area ratio: 0
  • Yosys stat area: 1470 um2
  • Yosys Instances: 162
  • Dominant cell type by area after synthesis: fa_1
  • Unique cell types: 10
  • Cell area leaders: fa_1 (42%), xnor2_1 (17%), buf_4 (16%), inv_1 (16%), xnor2_2 (2.2%)
  • Syn_area_per_cell: 9.04 um2
  • Cells after synthesis: 162
  • Post-synthesis cell area: between 1000 and 1500 um2

Global routing
  • First-pass GRT wire length: 4030 um
  • GRT Total Usage: 0.0981
  • Total gr overflow: 0
  • Initial antenna violation count: 0
  • Largest net degree at the start of global routing: 20
  • Vias in the first global route: 965

Final layout
  • Layout Area Growth over Synthesis: 52.9%
  • Sequential cell count: 0
  • Register area: 0 um2
  • Layout cells sized above 1: 0.0177
  • Fillers: 468
  • Finished Cell Area: 2240 um2
  • Clock buf count: 0

Clock network
  • Post-CTS Hold Buffers: 0
  • Post-CTS resize count: 0
  • Post-CTS setup buffers: 0

Drt
  • WL final: 2400 um
  • Vias: 1003
  • Post-route ant nets: 0
  • 1st-iter DRT viols: 16
  • 1st-pass router iterations: 2
  • Antenna cell count: 0
  • Vias per cell: approximately 3.4
  • DRC violations left: 0
  • WL per Instance: slightly above 8 um

Die
  • I/O Pins: around 99
  • Core area: 4720 um2
  • Fp_density: 0.310
  • Die Footprint: around 5200 um2
  • Die width: 71.9 um
  • Cell Rows: 25
  • Die outline height: ~72 um

Hold path
  • HP Start: a[0]
  • Hold path endpoint: sum[0]
  • Hold Path Cell Cnt: 3
  • Worst hold path class: primary input to primary output

Pwr
  • Sw frac: 0.289
  • Cell internal pwr: 48.7 uW
  • Maximum vdd drop: 13.2 uV
  • Switching Power: 19.8 uW
  • Sequential power share: 0
  • Comb pwr share: 1.000
  • LEAKAGE: 0.00103 uW
  • Pwr dens: 30.6 nW/um2
  • Clk pwr share: 0

Placed design
  • Placed Area: 2240 um2
  • HPWL after detailed placement: 2250 um
  • IO buf count: 99
  • RePlAce Congestion: 0.776

Flow run
  • Tool Warnings: 32
  • MaxCap Viol Count: 0
per-stage QoR:
| stage | power [uW] | instances | worst slack (ns) | utilization | hold WS, ns |
|---|---|---|---|---|---|
| after global placement | 69.7 | 293 | 1.49 | 0.474 | 10.82 |
| final | 68.5 | 293 | 1.48 | 0.474 | 10.81 |
| after detailed placement | 69.9 | 293 | 1.44 | 0.474 | 10.82 |
| after global routing | 78.1 | 293 | 1.02 | 0.474 | 10.85 |
| after floorplan | 45.6 | 162 | 2.33 | - | 9.99 |
| after CTS | 70.3 | 293 | 1.43 | 0.474 | 10.82 |
cells in the mapped netlist, drive strengths merged:
master	number
buf	36
fa	31
inv	61
mux2i	1
xnor2	31
xor2	2
cells by family after synthesis:
| kind of cell | Yosys count | share of synthesized area |
|---|---|---|
| XOR/XNOR | 33 | 0.208 |
| adder cells (fa/ha/maj) | 31 | 0.424 |
| buffers and inverters | 97 | 0.362 |
| multiplexers | 1 | 0.00683 |
final cells by class:
cell class,count,area [um2],area share
multi-input combinational,65,935,0.417
inverter,61,229,0.102
timing repair buffer,100,993,0.443
tap,67,83.8,0.0374
layer usage:
metal / part of all wire / vias to the layer above / wire [um] / track usage
met4: 0 / 0 / 0 / 0
met3: 0.080 / 0 / 191 / 0.00999
met1: 0.42 / 434 / 1010 / 0.147
met2: 0.50 / 50 / 1200 / 0.169
li1: - / 519 / - / -
met5: 0 / - / 0 / 0
critical path: cells and delay by family:
family | cells | cell delay, ns
adder cells (fa/ha/maj) | 31 | 12.19
buffers and inverters | 3 | 0.98
multiplexers | 1 | 0.10
cells in the final DEF, fill, tap and decap left out:
master and instances:
buf_2 1, xor2_1 2, buf_4 1, fa_1 31, mux2i_1 1, xnor2_2 2, inv_1 61, xnor2_1 29
clkdlybuf4s50_1 98
how the worst max path moves through the flow:
stage          end  slack, ns  start  cells after the start
5_1_grt   overflow       1.02   b[0]                     36
6_report   sum[31]       1.48   b[0]                     35
4_1_cts    sum[31]       1.43   b[0]                     35
power groups by stage:
stage,Combinational (uW),Clock [uW],Sequential (uW)
6_report,68.5,0,0
5_1_grt,78.1,0,0
4_1_cts,70.3,0,0
Power and IR drop assume default switching activity.
