### ./run.sh
#!/bin/bash
# OpenROAD 26Q1-2900-gdf79404cd8, Yosys 0.63+post, stock flow scripts
make -C /OpenROAD-flow-scripts/flow DESIGN_CONFIG=/design/flow/config.mk WORK_HOME=/design/flow/orfs finish
### ./design.v
module mux3to1by32
(
output [31:0] out,
input  [1:0]      address,
input  [31:0] input0, input1, input2
);
  wire [31:0] mux [2:0];
  assign mux[0] = input0;
  assign mux[1] = input1;
  assign mux[2] = input2;
  assign out = mux[address];
endmodule
### ./constraint.sdc
current_design mux3to1by32

set clk_period 5.2
set clk_io_pct 0.2

create_clock -name clk0 -period $clk_period

set non_clock_inputs [all_inputs -no_clocks]
set_input_delay [expr $clk_period * $clk_io_pct] -clock clk0 $non_clock_inputs
set_output_delay [expr $clk_period * $clk_io_pct] -clock clk0 [all_outputs]
### ./config.mk
export PLATFORM = sky130hd
export DESIGN_NAME = mux3to1by32
export DESIGN_NICKNAME = mux3to1by32
export VERILOG_FILES = /design/flow/design.v
export SDC_FILE = /design/flow/constraint.sdc
export NUM_CORES = 4
export LEC_CHECK = 1
export CORE_AREA = 10 10 78 78
export DIE_AREA = 0 0 88 88
==> impl_metrics.tcl <==
# implementation run metrics
set metrics [dict create \
    switching_share_pct 28.3 \
    drc_errors 0 \
    tns_ns 0 \
    die_x_um 88 \
    dp.cells 284 \
    dr.pass1.iters 4 \
    path_cells "clkdlybuf4s50_1 -> ha_1 -> buf_4 -> a22oi_1 -> o21ai_1 -> clkdlybuf4s50_1" \
    power_leakage_nw 0.710 \
    cp.required_ns 4.16 \
    vias_per_cell 4.46 \
    drt_iter0_drc 43 \
    grt_antenna_before_repair 0 \
    cp_max_fo 17 \
    grt_pass1_vias 1242 \
    gr-usage-all-layers_pct 10.3 \
    netSwitchingPower_mw 0.0519 \
    place_area_mm2 0.00195 \
    fp_util_pct 14.4 \
    gr-total-overflow 0 \
    yosysCellCount 113 \
    min_path_type "in -> out" \
    p_clk_share_pct 0 \
    crit_type "in -> out" \
    grt_pass1_wl_um 6540 \
    final_cell_mix "clkdlybuf4s50_1, a22oi_1, nand2_1" \
    hold_ws_ns 2.98 \
    die_height_um 88 \
    ios 130 \
    crit_buf_inv 3 \
    critPathTopFamily "buffers and inverters" \
    warning_count 33 \
    endpoint_kind "output pin" \
    synth_chip_area_um2 637 \
    synthesis.instances 113 \
    rows 24 \
    top_layer_used "met3" \
    wl_per_cell_um 16.0 \
    grt_max_degree 37 \
    setup_viol 0 \
    p_int_mw 0.131 \
    area_delta_synth_final_pct 206 \
    slew_headroom_pct 56.3 \
    vias 1267 \
    met2_length_um 2150 \
    pwr-share-seq_pct 0 \
    synth_area_per_cell_um2 5.64 \
    timing.final.crit_share_pct 81.6 \
    post_cts_resized 0 \
    min_period_ns 4.24 \
    run_status "finished clean" \
    cp-start-kind "primary input" \
    layout-drive-gt1-share_pct 1.29 \
    mostFrequentLayoutCell "clkdlybuf4s50_1" \
    crit_path_frequent_cell "clkdlybuf4s50_1" \
    yosys_warnings 1 \
    ir_drop_mv 0.0294 \
    portBuffers 130 \
    coreArea_mm2 0.00441 \
    n_antenna_cell 0 \
    antenna_left 0 \
    cts_hold_buf 0 \
    synth_cell_types 8 \
    rsz0062_at_grt "no" \
    slew_violations 0 \
    fmax_ghz 0.236 \
    flops 0 \
    place_hpwl_um 3910 \
    wl_met1_um 1780 \
    chipArea_mm2 0.00774 \
    wl_met3_um 607 \
    flop_area_um2 0 \
    arrival_ns 3.20 \
    clock_buffers 0 \
    netlist_area_um2 637 \
    maxCapViolations 0 \
    finalWeightedCongestion 0.812 \
    seq_area_frac_synth_pct 0 \
    post_cts_buffers 0 \
    critPathMaxStageDelay_ns 0.58 \
    final_hold_viol_count 0 \
    postLayoutCoreUtil_pct 44.2 \
    drt-total-wl_um 4540 \
    instances_no_fill 284 \
    tightest_slew_ns 0.655 \
    final_area_mm2 0.00195 \
    critical-path-slowest-cell "ha_1" \
    power_density_mw_per_mm2 94.0 \
    combPwrFrac_pct 100.0 \
]
==> cell type report <==
class              count  area, um^2
multi-input cells     98         548
well taps             52        65.1
repair buffers       132        1330
inverters              2        7.51
fillers              450        2460
==> logic make-up (layout without fill, tap and decap cells) <==
kind of cell    count (synthesis)  count (layout)  share of synthesized area (%)
buf+inv                        15             134                           14.3
simple gates                   32              32                           18.9
compound gates                 64              64                           62.9
fa+ha+maj                       2               2                           3.93
==> metrics by stage <==
step / total power, mW / setup WS [ns]
2_1_floorplan: 0.0485 / 2.42
3_3_place_gp: 0.186 / 0.934
3_5_place_dp: 0.187 / 0.918
4_1_cts: 0.187 / 0.920
5_1_grt: 0.201 / 0.798
6_report: 0.183 / 0.958
==> synth_stat cells (all sizes together) <==
library cell,instances,area [um^2]
a22oi,32,240
buf,13,83.8
ha,2,25.0
inv,2,7.51
nand2,32,120
o21ai,32,160
==> routing by layer <==
metal	up-vias	GRT usage (%)
li1	660	-
met1	536	11.8
met2	71	18.6
met3	0	4.30
met4	0	0
met5	-	0
==> power by group through the flow <==
stage	sequential, mW	combinational (mW)	clock [mW]
CTS	0	0.187	0
global route	0	0.201	0
finish	0	0.183	0
==> tightest hold or removal path, cell delays in order <==
cell and delay, ns:
clkdlybuf4s50_1 0.40, nand2_1 0.06, o21ai_1 0.05, clkdlybuf4s50_1 0.40
==> final timing paths <==
path / slack (ns) / cells after the start / end / from
min: 2.98 / 4 / out[14] / input0[14]
max: 0.96 / 6 / out[25] / address[0]
No activity file was given, so power comes from the tool's default toggle rates.
